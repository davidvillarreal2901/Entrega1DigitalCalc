$ cat design/flow/design.v
module bcd (
    input  logic        clk,
    input  logic        rst_n,
    input  logic        iniciar,
    input  logic [15:0] binario,
    output logic [19:0] bcd_salida,
    output logic        terminado
);
    logic [35:0] registro;
    logic [4:0]  contador;
    logic        ocupado;
    always_ff @(posedge clk) begin
        logic [35:0] temp;
        if (!rst_n) begin
            terminado <= 0; ocupado <= 0; contador <= 0; registro <= 0; bcd_salida <= 0;
        end else begin
            if (iniciar && !ocupado) begin
                registro <= {20'd0, binario};
                contador <= 0;
                ocupado  <= 1;
                terminado <= 0;
            end else if (ocupado) begin
                if (contador == 16) begin
                    bcd_salida <= registro[35:16];
                    terminado  <= 1;
                    ocupado    <= 0;
                end else begin
                    temp = registro;
                    if (temp[19:16] >= 5) temp[19:16] += 3;
                    if (temp[23:20] >= 5) temp[23:20] += 3;
                    if (temp[27:24] >= 5) temp[27:24] += 3;
                    if (temp[31:28] >= 5) temp[31:28] += 3;
                    if (temp[35:32] >= 5) temp[35:32] += 3;
                    registro <= temp << 1;
                    contador <= contador + 1;
                end
            end
        end
    end
endmodule
module controlador (
    input  logic       clk,
    input  logic       rst_n,
    input  logic       rx_pin,
    output logic       tx_pin,
    output logic [7:0] leds
);
    typedef enum logic [4:0] {
        REPOSO,
        LEER_A, LEER_OP, LEER_B,
        VERIFICAR_Q, VERIFICAR_R,
        CALCULAR,
        INICIO_OP,
        ESPERA_RESULTADO,
        INICIO_CONV, PAUSA_CONV, ESPERA_CONV,
        ESPERA_TX,
        ERROR_1, ERROR_2, ERROR_3,
        IMPRIMIR_DIG_4, IMPRIMIR_DIG_3, IMPRIMIR_DIG_2, IMPRIMIR_DIG_1, IMPRIMIR_DIG_0,
        SALTO_LINEA_1, SALTO_LINEA_2
    } estados_t;
    estados_t estado = REPOSO;
    estados_t estado_siguiente;
    logic [31:0] op1, op2, resultado_calc;
    logic [7:0]  codigo_op;
    logic        bandera_lectura;
    logic        ceros_visibles;
    logic [7:0] rx_dato, tx_dato;
    logic       rx_listo, rx_ack, tx_start, tx_busy;
    uart #(.FRECUENCIA_RELOJ(25000000)) modulo_com (
        .clk(clk), .rst_n(rst_n),
        .rx_entrada(rx_pin), .tx_salida(tx_pin),
        .dato_rx(rx_dato), .rx_valido(rx_listo), .rx_leido(rx_ack),
        .dato_tx(tx_dato), .tx_inicio(tx_start), .tx_ocupado(tx_busy)
    );
    logic [31:0] res_mult, res_div;
    logic [15:0] res_raiz;
    logic        fin_mult, fin_div, fin_raiz, fin_bcd;
    logic        start_mult, start_div, start_raiz, start_bcd;
    logic [19:0] res_bcd;
    multiplicador u_mult (.clk(clk), .rst_n(rst_n), .iniciar(start_mult), .operando_a(op1[15:0]), .operando_b(op2[15:0]), .producto(res_mult), .terminado(fin_mult));
    divisor       u_div  (.clk(clk), .rst_n(rst_n), .iniciar(start_div),  .dividendo(op1[15:0]),  .divisor(op2[15:0]),   .cociente(res_div),  .terminado(fin_div));
    raiz          u_raiz (.clk(clk), .rst_n(rst_n), .iniciar(start_raiz), .radicando(op1[15:0]), .raiz_res(res_raiz),   .terminado(fin_raiz));
    bcd           u_conv (.clk(clk), .rst_n(rst_n), .iniciar(start_bcd),  .binario(resultado_calc[15:0]), .bcd_salida(res_bcd), .terminado(fin_bcd));
    always_ff @(posedge clk) begin
        if (!rst_n) begin
            estado <= REPOSO;
            op1 <= 0; op2 <= 0; resultado_calc <= 0; codigo_op <= 0;
            tx_start <= 0; start_mult <= 0; start_div <= 0; start_raiz <= 0; start_bcd <= 0;
            rx_ack <= 0; bandera_lectura <= 0; ceros_visibles <= 0;
        end else begin
            tx_start <= 0; start_mult <= 0; start_div <= 0; start_raiz <= 0; start_bcd <= 0; rx_ack <= 0;
            if (!rx_listo) bandera_lectura <= 0;
            case (estado)
                REPOSO: begin
                    op1 <= 0; op2 <= 0; estado <= LEER_A;
                end
                LEER_A: begin
                    if (rx_listo && !bandera_lectura) begin
                        bandera_lectura <= 1; rx_ack <= 1;
                        if (rx_dato >= 48 && rx_dato <= 57) begin
                            op1 <= (op1 * 10) + (rx_dato - 48);
                            tx_dato <= rx_dato; tx_start <= 1;
                        end else if (rx_dato == "+" || rx_dato == "-" || rx_dato == "*" || rx_dato == "/") begin
                            codigo_op <= rx_dato; tx_dato <= rx_dato; tx_start <= 1;
                            estado <= LEER_B;
                        end else if (rx_dato == "s") begin
                            tx_dato <= rx_dato; tx_start <= 1;
                            estado <= VERIFICAR_Q;
                        end
                    end
                end
                VERIFICAR_Q: begin
                    if (rx_listo && !bandera_lectura) begin
                        bandera_lectura <= 1; rx_ack <= 1;
                        if (rx_dato == "q") begin
                            tx_dato <= rx_dato; tx_start <= 1; estado <= VERIFICAR_R;
                        end else estado <= REPOSO;
                    end
                end
                VERIFICAR_R: begin
                    if (rx_listo && !bandera_lectura) begin
                        bandera_lectura <= 1; rx_ack <= 1;
                        if (rx_dato == "r") begin
                            tx_dato <= rx_dato; tx_start <= 1;
                            codigo_op <= "s"; estado <= CALCULAR;
                        end else estado <= REPOSO;
                    end
                end
                LEER_B: begin
                    if (rx_listo && !bandera_lectura) begin
                        bandera_lectura <= 1; rx_ack <= 1;
                        if (rx_dato >= 48 && rx_dato <= 57) begin
                            op2 <= (op2 * 10) + (rx_dato - 48);
                            tx_dato <= rx_dato; tx_start <= 1;
                        end else if (rx_dato == 13 || rx_dato == 61) begin
                            tx_dato <= 61; tx_start <= 1; estado <= CALCULAR;
                        end
                    end
                end
                CALCULAR: begin
                    if (!tx_busy) begin
                        case (codigo_op)
                            "+": begin resultado_calc <= op1 + op2; estado <= INICIO_CONV; end
                            "-": begin resultado_calc <= op1 - op2; estado <= INICIO_CONV; end
                            "*": begin start_mult <= 1; estado <= INICIO_OP; end  
                            "/": begin
                                if (op2 == 0) estado <= ERROR_1;
                                else begin start_div <= 1; estado <= INICIO_OP; end
                            end
                            "s": begin start_raiz <= 1; estado <= INICIO_OP; end
                            default: estado <= REPOSO;
                        endcase
                    end
                end
                INICIO_OP: begin
                    estado <= ESPERA_RESULTADO;
                end
                ESPERA_RESULTADO: begin
                    case (codigo_op)
                        "*": if (fin_mult) begin resultado_calc <= res_mult; estado <= INICIO_CONV; end
                        "/": if (fin_div)  begin resultado_calc <= res_div;  estado <= INICIO_CONV; end
                        "s": if (fin_raiz) begin resultado_calc <= {16'b0, res_raiz}; estado <= INICIO_CONV; end
                    endcase
                end
                INICIO_CONV: begin start_bcd <= 1; ceros_visibles <= 0; estado <= PAUSA_CONV; end
                PAUSA_CONV:  begin start_bcd <= 0; estado <= ESPERA_CONV; end
                ESPERA_CONV: begin if (fin_bcd) estado <= IMPRIMIR_DIG_4; end
                ESPERA_TX: estado <= estado_siguiente;
                ERROR_1: if(!tx_busy) begin tx_dato <= "E"; tx_start <= 1; estado_siguiente <= ERROR_2; estado <= ESPERA_TX; end
                ERROR_2: if(!tx_busy) begin tx_dato <= "r"; tx_start <= 1; estado_siguiente <= ERROR_3; estado <= ESPERA_TX; end
                ERROR_3: if(!tx_busy) begin tx_dato <= "r"; tx_start <= 1; estado_siguiente <= SALTO_LINEA_1; estado <= ESPERA_TX; end
                IMPRIMIR_DIG_4: if(!tx_busy) begin
                    if(res_bcd[19:16] > 0) begin tx_dato <= res_bcd[19:16] + 48; tx_start <= 1; ceros_visibles <= 1; estado_siguiente <= IMPRIMIR_DIG_3; estado <= ESPERA_TX; end
                    else estado <= IMPRIMIR_DIG_3;
                end
                IMPRIMIR_DIG_3: if(!tx_busy) begin
                    if(res_bcd[15:12] > 0 || ceros_visibles) begin tx_dato <= res_bcd[15:12] + 48; tx_start <= 1; ceros_visibles <= 1; estado_siguiente <= IMPRIMIR_DIG_2; estado <= ESPERA_TX; end
                    else estado <= IMPRIMIR_DIG_2;
                end
                IMPRIMIR_DIG_2: if(!tx_busy) begin
                    if(res_bcd[11:8] > 0 || ceros_visibles) begin tx_dato <= res_bcd[11:8] + 48; tx_start <= 1; ceros_visibles <= 1; estado_siguiente <= IMPRIMIR_DIG_1; estado <= ESPERA_TX; end
                    else estado <= IMPRIMIR_DIG_1;
                end
                IMPRIMIR_DIG_1: if(!tx_busy) begin
                    if(res_bcd[7:4] > 0 || ceros_visibles) begin tx_dato <= res_bcd[7:4] + 48; tx_start <= 1; ceros_visibles <= 1; estado_siguiente <= IMPRIMIR_DIG_0; estado <= ESPERA_TX; end
                    else estado <= IMPRIMIR_DIG_0;
                end
                IMPRIMIR_DIG_0: if(!tx_busy) begin
                    tx_dato <= res_bcd[3:0] + 48; tx_start <= 1; estado_siguiente <= SALTO_LINEA_1; estado <= ESPERA_TX;
                end
                SALTO_LINEA_1: if(!tx_busy) begin tx_dato <= 13; tx_start <= 1; estado_siguiente <= SALTO_LINEA_2; estado <= ESPERA_TX; end
                SALTO_LINEA_2: if(!tx_busy) begin tx_dato <= 10; tx_start <= 1; estado_siguiente <= REPOSO; estado <= ESPERA_TX; end
            endcase
        end
    end
    assign leds = ~{3'b000, estado};
endmodule
module divisor (
    input  logic        clk,
    input  logic        rst_n,
    input  logic        iniciar,
    input  logic [15:0] dividendo,
    input  logic [15:0] divisor,
    output logic [31:0] cociente,
    output logic        terminado
);
    typedef enum logic [2:0] {REPOSO, INICIO, DESPLAZAR, VERIFICAR, CHECK_FIN, FIN} estados_t;
    estados_t estado;
    logic [31:0] reg_a;
    logic [15:0] reg_b;
    logic [4:0]  iteracion;
    logic [15:0] diferencia;
    assign diferencia = reg_a[31:16] - reg_b;
    always_ff @(posedge clk) begin
        if (!rst_n) begin
            terminado <= 0; cociente <= 0; estado <= REPOSO;
            reg_a <= 0; reg_b <= 0; iteracion <= 0;
        end else begin
            case (estado)
                REPOSO: begin
                    terminado <= 0;
                    if (iniciar) estado <= INICIO;
                end
                INICIO: begin
                    reg_a <= {16'b0, dividendo};
                    reg_b <= divisor;
                    iteracion <= 16;
                    estado <= DESPLAZAR;
                end
                DESPLAZAR: begin
                    reg_a <= reg_a << 1;
                    iteracion <= iteracion - 1;
                    estado <= VERIFICAR;
                end
                VERIFICAR: begin
                    if (reg_a[31:16] >= reg_b) begin
                        reg_a[31:16] <= reg_a[31:16] - reg_b;
                        reg_a[0] <= 1;  
                    end
                    estado <= CHECK_FIN;
                end
                CHECK_FIN: begin
                    if (iteracion == 0) estado <= FIN;
                    else estado <= DESPLAZAR;
                end
                FIN: begin
                    cociente <= reg_a;
                    terminado <= 1;
                    estado <= REPOSO;
                end
            endcase
        end
    end
endmodule
module multiplicador (
    input  logic        clk,
    input  logic        rst_n,
    input  logic        iniciar,
    input  logic [15:0] operando_a,
    input  logic [15:0] operando_b,
    output logic [31:0] producto,
    output logic        terminado
);
    logic [15:0] b_temp;
    logic [4:0]  contador;
    logic        ocupado;
    always_ff @(posedge clk) begin
        if (!rst_n) begin
            terminado <= 0; ocupado <= 0; producto <= 0; b_temp <= 0; contador <= 0;
        end else begin
            if (iniciar && !ocupado) begin
                b_temp   <= operando_b;
                producto <= 0;
                ocupado  <= 1;
                terminado <= 0;
                contador <= 0;
            end else if (ocupado) begin
                if (contador == 16) begin
                    terminado <= 1;
                    ocupado   <= 0;
                end else begin
                    if (b_temp[0]) begin
                        producto <= producto + (32'(operando_a) << contador);
                    end
                    b_temp   <= b_temp >> 1;
                    contador <= contador + 1;
                end
            end
        end
    end
endmodule
module raiz (
    input  logic        clk,
    input  logic        rst_n,
    input  logic        iniciar,
    input  logic [15:0] radicando,
    output logic [15:0] raiz_res,
    output logic        terminado
);
    logic [31:0] op_actual;
    logic [15:0] raiz_temp;
    logic [15:0] uno;
    logic        ocupado;
    always_ff @(posedge clk) begin
        if (!rst_n) begin
            terminado <= 0; ocupado <= 0; raiz_res <= 0;
        end else begin
            if (iniciar && !ocupado) begin
                op_actual <= radicando;
                raiz_temp <= 0;
                uno <= 1 << 14;  
                ocupado <= 1;
                terminado <= 0;
            end else if (ocupado) begin
                if (uno != 0) begin
                    if (op_actual >= (raiz_temp + uno)) begin
                        op_actual <= op_actual - (raiz_temp + uno);
                        raiz_temp <= (raiz_temp >> 1) + uno;
                    end else begin
                        raiz_temp <= raiz_temp >> 1;
                    end
                    uno <= uno >> 2;
                end else begin
                    raiz_res <= raiz_temp;
                    terminado <= 1;
                    ocupado <= 0;
                end
            end
        end
    end
endmodule
module uart #(
    parameter int FRECUENCIA_RELOJ = 25000000,
    parameter int VELOCIDAD_BAUD   = 115200
) (
    input  logic       clk,
    input  logic       rst_n,     
    input  logic       rx_entrada,
    output logic       tx_salida,
    output logic [7:0] dato_rx,
    output logic       rx_valido,
    input  logic       rx_leido,
    input  logic [7:0] dato_tx,
    input  logic       tx_inicio,
    output logic       tx_ocupado
);
    localparam int DIVISOR = FRECUENCIA_RELOJ / VELOCIDAD_BAUD / 16;
    logic [15:0] contador_baud;
    logic        pulso_muestreo;
    assign pulso_muestreo = (contador_baud == 0);
    always_ff @(posedge clk) begin
        if (!rst_n) contador_baud <= DIVISOR - 1;
        else begin
            contador_baud <= contador_baud - 1;
            if (contador_baud == 0) contador_baud <= DIVISOR - 1;
        end
    end
    logic rx_sinc1, rx_sinc2;
    always_ff @(posedge clk) begin
        rx_sinc1 <= rx_entrada;
        rx_sinc2 <= rx_sinc1;
    end
    logic       rx_en_proceso;
    logic [3:0] rx_muestras;
    logic [3:0] rx_indice_bit;
    logic [7:0] rx_buffer;
    always_ff @(posedge clk) begin
        if (!rst_n) begin
            rx_en_proceso <= 0; rx_muestras <= 0; rx_indice_bit <= 0;
            rx_valido <= 0; rx_buffer <= 0; dato_rx <= 0;
        end else begin
            if (rx_leido) rx_valido <= 0;  
            if (pulso_muestreo) begin
                if (!rx_en_proceso) begin
                    if (!rx_sinc2) begin  
                        rx_en_proceso <= 1;
                        rx_muestras   <= 7;
                        rx_indice_bit <= 0;
                    end
                end else begin
                    rx_muestras <= rx_muestras + 1;
                    if (rx_muestras == 0) begin
                        rx_indice_bit <= rx_indice_bit + 1;
                        if (rx_indice_bit == 0) begin  
                            if (rx_sinc2) rx_en_proceso <= 0;
                        end else if (rx_indice_bit == 9) begin  
                            rx_en_proceso <= 0;
                            if (rx_sinc2) begin  
                                dato_rx   <= rx_buffer;
                                rx_valido <= 1;
                            end
                        end else begin  
                            rx_buffer <= {rx_sinc2, rx_buffer[7:1]};
                        end
                    end
                end
            end
        end
    end
    logic [3:0] tx_indice_bit;
    logic [3:0] tx_muestras;
    logic [7:0] tx_buffer;
    always_ff @(posedge clk) begin
        if (!rst_n) begin
            tx_ocupado <= 0; tx_salida <= 1; 
            tx_muestras <= 0; tx_indice_bit <= 0; tx_buffer <= 0;
        end else begin
            if (tx_inicio && !tx_ocupado) begin
                tx_buffer     <= dato_tx;
                tx_indice_bit <= 0;
                tx_muestras   <= 0;
                tx_ocupado    <= 1;
            end
            if (pulso_muestreo && tx_ocupado) begin
                tx_muestras <= tx_muestras + 1;
                if (tx_muestras == 0) begin
                    tx_indice_bit <= tx_indice_bit + 1;
                    if (tx_indice_bit == 0)      tx_salida <= 0;  
                    else if (tx_indice_bit == 9) tx_salida <= 1;  
                    else if (tx_indice_bit == 10) begin           
                        tx_indice_bit <= 0;
                        tx_ocupado    <= 0;
                    end else begin                                
                        tx_salida <= tx_buffer[0];
                        tx_buffer <= {1'b0, tx_buffer[7:1]};
                    end
                end
            end
        end
    end
endmodule
$ cat design/flow/run.sh
#!/bin/bash
# OpenROAD 26Q1-2900-gdf79404cd8, Yosys 0.63+post, stock flow scripts
make -C /OpenROAD-flow-scripts/flow DESIGN_CONFIG=/design/flow/config.mk WORK_HOME=/design/flow/orfs finish
$ cat design/flow/constraint.sdc
current_design controlador

set clk_period 12.6
set clk_io_pct 0.2

create_clock -name clk0 -period $clk_period [get_ports {clk}]

set non_clock_inputs [all_inputs -no_clocks]
set_input_delay [expr $clk_period * $clk_io_pct] -clock clk0 $non_clock_inputs
set_output_delay [expr $clk_period * $clk_io_pct] -clock clk0 [all_outputs]
$ cat design/flow/config.mk
export PLATFORM = sky130hd
export DESIGN_NAME = controlador
export DESIGN_NICKNAME = controlador
export VERILOG_FILES = /design/flow/design.v
export SDC_FILE = /design/flow/constraint.sdc
export NUM_CORES = 4
export LEC_CHECK = 1
export CORE_UTILIZATION = 40
==> results_dict.tcl <==
# implementation run metrics
set metrics [dict create \
    worst_slew_pin_slew_ns 0.994 \
    die_x_um 261 \
    yosys-top-cells-count "nor2_1 (409), nand2_1 (349), dfxtp_1 (343), a21oi_1 (332), ha_1 (235)" \
    cp_slowest_cell "or4_1" \
    synth_top_flop_cell "dfxtp_1" \
    combPwrFrac 0.199 \
    openroad.warnings 44 \
    holdPathEnd "modulo_com.rx_sinc2" \
    syn2layout_area_growth_pct 10.2 \
    largest_area_cell "dfxtp_1" \
    switchingPower_mw 1.11 \
    numCtsBuffers 50 \
    timing.critical_path.fanout_max 32 \
    cts_setup_buffers 0 \
    p_per_area_nw_per_um2 126 \
    pwr-share-seq 0.382 \
    r2r_setup_slack_ns 7.21 \
    cts_tree "built" \
    routedWlPerCell_um 16.7 \
    power_mw 3.72 \
    hold_buffers 0 \
    edf_count 69 \
    drt_iter0_markers 1556 \
    topCellsByArea "dfxtp_1 (26%), ha_1 (11%), edfxtp_1 (7.7%)" \
    start_kind "flip-flop" \
    syn_area_sq_um 26900 \
    drive_gt1_frac 0.0616 \
    chipArea_sq_um 68200 \
    fin_ws_ns 7.21 \
    ys_cells 3268 \
    cp_num_cells 18 \
    switching_share 0.298 \
    leakage_nw 12.1 \
    instances_no_fill 4126 \
    fmax_mhz 185 \
    final_core_util 0.448 \
    cts-root-buf "clkbuf_16" \
    ys.flops 412 \
    required_ns 12.84 \
    ys_warn_count 6 \
    clkTransAtPathRegs_ns 0.06 \
    outcome "finished, final reports clean" \
    reg2reg_to "u_raiz.op_actual[16]" \
    stdcell_area_sq_um 29600 \
    worstSetupEndpointType "flip-flop" \
    clockPowerShare 0.419 \
    clock_skew_ns 0.0130 \
    hold_ws_ns 0.370 \
    gp_congestion 0.903 \
    critPathMaxStageDelay_ns 0.52 \
    grt_max_degree 115 \
    dp_hpwl_um 48400 \
    fp_util 0.407 \
    grt_pass1_wl_um 113000 \
    grt_pass1_vias 20889 \
    cts_resized 0 \
    core_sq_um 66100 \
    top_cell_area_share 0.255 \
    synth_cell_types 91 \
    drt_first_pass_iters 6 \
    placedCellCount 4032 \
    yosysMostFrequentCell "nor2_1" \
    drtAntennaViolNets 0 \
    finalWirelength_um 69100 \
    placed_cell_area_sq_um 27800 \
    critPathBufInv 2 \
    fin_crit_sh 0.428 \
    grt_overflow_total 0 \
    grt_setup_unrepaired "false" \
    path_cells "ha_1 -> ha_1 -> a21o_1 -> a31o_2 -> a31o_2 -> a31o_2 -> a31o_2 -> a31oi_1 -> nor2b_1 -> xnor2_1 -> ha_1 -> nand4_1 -> or4_1 -> o2111ai_1 -> buf_4 -> nand2_1 -> a21boi_4 -> buf_4" \
    ir_worst_vdd_mv 0.152 \
    finalSetupTns_ns 0 \
    dpl_worst_slack_ns 7.26 \
    min-delay-start "modulo_com.rx_sinc1" \
    synthArstFlopShare 0 \
    reg2regPathDepth 18 \
    crit_path_frequent_cell "a31o_2" \
    clock_path_buffers 3 \
    row_count 94 \
    viasPerCell 5.48 \
    synth.avg_cell_area_sq_um 8.23 \
    path_class "reg -> reg" \
    yosys.stat.chipArea_sq_um 26900 \
    num_antenna_cells 0 \
    clock_sink_count 412 \
    setup_viol 0 \
    port-buffer-count 8 \
    hold_violations 0 \
    hold_class "reg -> reg" \
    worstHoldPathCells 0 \
    drc 0 \
    antenna_found_initial 0 \
    power.internal_mw 2.61 \
    num_vias 22609 \
    path_delay_family "AND-OR/OR-AND gates" \
    r2r_start "u_raiz.uno[0]" \
    finalMaxSlewViolations 0 \
    insertion_delay_ns 0.60 \
    synthCells 3268 \
    chipHeight_um 261 \
    critical_path_arrival_ns 5.63 \
    maxCapViolCount 0 \
    synth_seq_share 0.333 \
    htree_levels 2 \
    num_io_pins 12 \
    n_fill_cell 6467 \
    track_usage 0.210 \
    slew_headroom 0.335 \
    period_needed_ns 5.39 \
]
[worst max-delay path by stage]
| stage | start | endpoint | slack (ns) |
|---|---|---|---|
| 4_1_cts | u_raiz.uno[0] | u_raiz.op_actual[18] | 7.23 |
| 5_1_grt | op2[1] | op2[31] | 6.82 |
| 6_report | u_raiz.uno[0] | u_raiz.op_actual[16] | 7.21 |
[cell type report]
cell class	instances	area [sq um]	area share
Tap cell	864	1080	0.0365
Multi-Input combinational cell	2576	16900	0.570
Timing Repair Buffer	51	398	0.0134
Clock inverter	24	278	0.00938
Clock buffer	70	1540	0.0521
Sequential cell	412	8940	0.302
Inverter	129	492	0.0166
[registers in the layout, indices dropped and copies added (netlist names), 16 cells and up]
| signal | count |
|---|---|
| u_conv.bcd_salida | 20 |
| u_mult.producto | 16 |
| u_div.reg_b | 16 |
| u_mult.b_temp | 16 |
| u_div.reg_a | 32 |
| u_div.cociente | 16 |
| op1 | 16 |
| u_raiz.raiz_temp | 16 |
| u_raiz.raiz_res | 16 |
| modulo_com.contador_baud | 16 |
| resultado_calc | 16 |
| u_conv.registro | 36 |
| u_raiz.op_actual | 32 |
| op2 | 32 |
[per-layer routing]
layer  routed length, um  global-route usage  vias to the layer above
met2               30800               0.322                      423
met1               33500               0.322                    10485
met5                   0                   0                        -
met4                1650              0.0423                        0
met3                3150              0.0297                      101
li1                    -                   -                    11600
[cells in the final DEF, fill, tap and decap left out, drive strengths merged, types with 8 or more instances in the layout]
cell type	instances
and2	25
clkbuf	70
or3	23
clkinv	20
nand2b	29
a211o	8
or4	17
a31o	12
o31ai	9
inv	127
o211ai	12
o211a	8
a311oi	22
nor2	409
nor4	11
edfxtp	69
o21bai	27
xnor2	133
mux4	9
dfxtp	343
nand3	64
mux2i	106
nand2	350
nor2b	37
fa	8
o21ai	157
buf	44
or2	10
a22oi	51
o22ai	8
a21o	65
a31oi	36
ha	235
nand4	27
and3	20
xor2	66
a21oi	333
nor3	81
a211oi	52
o21a	18
[cell families after synthesis]
group	Yosys count	share of synthesized area
xor+xnor	199	0.0648
other cells	1	0.000140
mux	119	0.0487
simple gates	1132	0.191
buf+inv	282	0.0406
flops	412	0.333
compound gates	880	0.206
fa+ha+maj	243	0.115
[power groups by stage]
stage / sequential, mW / clock (mW) / combinational, mW
4_1_cts: 1.42 / 1.60 / 0.738
5_1_grt: 1.42 / 1.65 / 0.823
6_report: 1.42 / 1.56 / 0.741
Power is estimated from default activity; no workload was simulated.
